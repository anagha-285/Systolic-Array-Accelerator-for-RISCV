--- /design/flow/run.sh ---
#!/bin/bash
# OpenROAD 26Q1-2900-gdf79404cd8, Yosys 0.63+post, stock flow scripts
make -C /OpenROAD-flow-scripts/flow DESIGN_CONFIG=/design/flow/config.mk WORK_HOME=/design/flow/orfs finish
--- /design/flow/config.mk ---
export PLATFORM = sky130hd
export DESIGN_NAME = accel_pcpi_wrapper
export DESIGN_NICKNAME = accel_pcpi_wrapper
export VERILOG_FILES = /design/flow/design.v
export SDC_FILE = /design/flow/constraint.sdc
export NUM_CORES = 4
export LEC_CHECK = 1
export CORE_UTILIZATION = 40
export SYNTH_HDL_FRONTEND = slang
--- /design/flow/constraint.sdc ---
current_design accel_pcpi_wrapper

set clk_period 149.0
set clk_io_pct 0.2

create_clock -name clk0 -period $clk_period [get_ports {clk}]

set non_clock_inputs [all_inputs -no_clocks]
set_input_delay [expr $clk_period * $clk_io_pct] -clock clk0 $non_clock_inputs
set_output_delay [expr $clk_period * $clk_io_pct] -clock clk0 [all_outputs]
--- /design/flow/design.v ---
`timescale 1ns/1ps
module accel_pcpi_wrapper #(
  parameter int N = 4,
  parameter int W = 32
)(
  input  logic clk,
  input  logic rst_n,
  input  logic start_req,
  input  logic [W-1:0] memA [0:N*N-1],
  input  logic [W-1:0] memB [0:N*N-1],
  output logic done,
  output logic [N*N*W-1:0] result_flat
);
  typedef enum logic [1:0] {IDLE, STREAM, WAIT} state_t;
  state_t state;
  logic [W-1:0] a_in, b_in;
  logic valid_in, acc_done, start_pulse;
  integer ptr, row, col, bidx;
  always_ff @(posedge clk or negedge rst_n) begin
    if (!rst_n) begin
      state <= IDLE;
      ptr <= 0;
      valid_in <= 0;
      start_pulse <= 0;
    end else begin
      start_pulse <= 0;
      case(state)
        IDLE: begin
          valid_in <= 0;
          ptr <= 0;
          if (start_req) begin
            state <= STREAM;
            start_pulse <= 1;
          end
        end
        STREAM: begin
          if (ptr < N*N) begin
            a_in <= memA[ptr];
            row = ptr / N;
            col = ptr % N;
            bidx = row*N + col;
            b_in <= memB[bidx];
            valid_in <= 1;
            ptr <= ptr + 1;
          end else begin
            valid_in <= 0;
            state <= WAIT;
          end
        end
        WAIT: begin
          if (acc_done)
            state <= IDLE;
        end
      endcase
    end
  end
  accel_top #(.N(N),.W(W)) core (
    .clk(clk), .rst_n(rst_n),
    .start(start_pulse),
    .in_valid(valid_in),
    .a_in(a_in), .b_in(b_in),
    .done(acc_done),
    .result_flat(result_flat)
  );
  assign done = acc_done;
endmodule
`timescale 1ns/1ps
module accel_top #(
  parameter int N = 4,
  parameter int W = 32
)(
  input  logic clk,
  input  logic rst_n,
  input  logic start,
  input  logic in_valid,
  input  logic [W-1:0] a_in,
  input  logic [W-1:0] b_in,
  output logic done,
  output logic [N*N*W-1:0] result_flat
);
  logic [7:0] a_byte [0:3];
  logic [7:0] b_byte [0:3];
  assign a_byte[0] = a_in[7:0];
  assign a_byte[1] = a_in[15:8];
  assign a_byte[2] = a_in[23:16];
  assign a_byte[3] = a_in[31:24];
  assign b_byte[0] = b_in[7:0];
  assign b_byte[1] = b_in[15:8];
  assign b_byte[2] = b_in[23:16];
  assign b_byte[3] = b_in[31:24];
  logic [W-1:0] A_right [0:N-1][0:N-1];
  logic [W-1:0] B_down  [0:N-1][0:N-1];
  logic signed [W-1:0] acc [0:N-1][0:N-1];
  logic validA [0:N-1][0:N-1];
  logic validB [0:N-1][0:N-1];
  integer i, j;
  integer a_row, b_col;
  integer cycle_count;
  localparam int LAT = 2*N;
  logic running;
  always_ff @(posedge clk or negedge rst_n) begin
    if (!rst_n) begin
      running <= 0;
      done <= 0;
      cycle_count <= 0;
      for (i=0;i<N;i++)
        for (j=0;j<N;j++) begin
          A_right[i][j] <= 0;
          B_down[i][j]  <= 0;
          acc[i][j]     <= 0;
          validA[i][j]  <= 0;
          validB[i][j]  <= 0;
        end
    end else begin
      done <= 0;
      if (start && !running) begin
        running <= 1;
        cycle_count <= 0;
        for (i=0;i<N;i++)
          for (j=0;j<N;j++)
            acc[i][j] <= 0;
      end
      if (running) begin
        if (in_valid) begin
          a_row = cycle_count % N;
          b_col = cycle_count % N;
          A_right[a_row][0] <= a_in;
          validA[a_row][0]  <= 1;
          B_down[0][b_col] <= b_in;
          validB[0][b_col] <= 1;
        end
        for (i=0;i<N;i++)
          for (j=0;j<N;j++)
            if (validA[i][j] && validB[i][j])
              acc[i][j] <= acc[i][j] +
                            $signed(A_right[i][j]) *
                            $signed(B_down[i][j]);
        for (i=0;i<N;i++)
          for (j=N-1;j>0;j--) begin
            A_right[i][j] <= A_right[i][j-1];
            validA[i][j]  <= validA[i][j-1];
          end
        for (j=0;j<N;j++)
          for (i=N-1;i>0;i--) begin
            B_down[i][j] <= B_down[i-1][j];
            validB[i][j] <= validB[i-1][j];
          end
        cycle_count <= cycle_count + 1;
        if (cycle_count >= (N*N + LAT)) begin
          running <= 0;
          done <= 1;
        end
      end
    end
  end
  genvar gi, gj;
  generate
    for (gi=0; gi<N; gi++)
      for (gj=0; gj<N; gj++) begin
        localparam int IDX = gi*N + gj;
        assign result_flat[IDX*W +: W] = acc[gi][gj];
      end
  endgenerate
endmodule
==> impl_metrics.json <==
{
  "core_area_mm2": 0.861,
  "slew_violations": 0,
  "area_delta_synth_final_pct": 11.8,
  "synth-seq-area-share": 0.124,
  "drt-initial-drc-count": 13100,
  "die_h_um": 931,
  "rsz0062_at_grt": "false",
  "reg2reg_depth": 26,
  "synthFlopType": "dfrtp_1",
  "antenna_found_initial": 472,
  "htree_levels": 4,
  "path_cells": "clkdlybuf4s50_1",
  "syn-mean-instance-area_um2": 9.57,
  "tns_ns": 0,
  "clockBufferDepth": 4,
  "min_period_ns": 32.33,
  "finalWirelength_um": 1470000,
  "grt_max_degree": 103,
  "finClkSkew_ns": 0.116,
  "slew_headroom": 0.248,
  "numCtsBuffers": 237,
  "yosysUniqueCellTypes": 88,
  "yosysWarningCount": 0,
  "first_pass_iters": 6,
  "cts_hold_buffers": 0,
  "clock.fmax_mhz": 30.9,
  "root_buffer": "clkbuf_16",
  "cts_resized": 0,
  "setup_viol": 0,
  "grt_usage": 0.370,
  "critPathTopFamily": "buffers and inverters",
  "critPathLaunchType": "register",
  "first_global_vias": 272000,
  "synth-edff-count": 64,
  "cts_tree": "yes",
  "post_cts_buffers": 0,
  "n_fill_cell": 81000,
  "gr-total-overflow": 0,
  "critPathRequiredTime_ns": 119.20,
  "min-delay-start": "core.done",
  "clk_pin_slew_ns": 0.07,
  "critPathSlowestCell": "clkdlybuf4s50_1",
  "fp_util": 0.401,
  "die_area_mm2": 0.868,
  "outcome": "complete, no violations",
  "max_stage_delay_ns": 1.04,
  "crit_path_end_kind": "output port",
  "gp_congestion": 1.03,
  "warnings": 38,
  "ys_ff": 1703,
  "route.detailed.drc": 0,
  "drtAntennaViolNets": 0,
  "yosys_area_mm2": 0.346,
  "clkSinkCount": 1703,
  "clk_latency_ns": 1.12,
  "r2r-end": "core.result_flat[30]",
  "ys_cells": 36100,
  "final_layout_size_suffix_gt1_frac": 0.0795,
  "via_per_inst": 5.11,
  "grt_pass1_wl_um": 2100000,
  "arrival_ns": 2.53,
  "r2r_slack_ns": 139.96,
  "finalCritPeriodShare": 0.217,
  "crit_fanout": 4,
  "crit_type": "register to output port",
  "ios": 1540,
  "maxCapViolations": 0,
  "reg2reg_from": "core.B_down[483]",
  "die-width_um": 931,
  "rows": 341,
  "netlist_area_mm2": 0.346,
  "io_buffers": 1539,
  "worst_pin_slew_ns": 1.13,
  "syn_inst": 36100,
  "hold_depth": 1,
  "wl_per_cell_um": 29.9,
  "vias": 252000,
  "hold_path.class": "register to register",
  "async_flop_share": 0.962,
  "hold_viol": 0,
  "holdPathEnd": "state[1]",
  "path_buffers": 1,
  "dp_hpwl_um": 1210000
}
final cells by class:
class                      instances  area (um^2)  area share
clock buffer                     302         6650      0.0172
multi-input combinational      24000       264000       0.683
antenna                          457         1140     0.00296
clock inverter                   136         1760     0.00455
sequential                      1703        43000       0.111
inverter                        8459        31800      0.0822
timing repair buffer            2641        23800      0.0615
tap                            11500        14400      0.0372
synth_stat cells, types with 27 or more instances:
cell | number | area share
inv_1 | 8457 | 0.092
fa_1 | 7008 | 0.41
and2_1 | 4734 | 0.086
nand2_1 | 4333 | 0.047
ha_1 | 2424 | 0.088
clkbuf_1 | 1901 | 0.021
dfrtp_1 | 1638 | 0.12
xnor2_1 | 1099 | 0.028
mux2_2 | 1049 | 0.034
a21oi_1 | 571 | 0.0083
o21ai_0 | 408 | 0.0059
nor2_1 | 352 | 0.0038
xor2_1 | 339 | 0.0086
mux4_2 | 320 | 0.021
nand3_1 | 257 | 0.0037
a21o_1 | 164 | 0.0036
o31ai_1 | 138 | 0.0030
o21ai_1 | 83 | 0.0012
nand2b_1 | 72 | 0.0013
edfxtp_1 | 64 | 0.0056
nor3_1 | 63 | 0.00091
o21a_1 | 56 | 0.0012
o21bai_1 | 53 | 0.0012
a31oi_1 | 47 | 0.00085
nor2b_1 | 47 | 0.00085
a211oi_1 | 44 | 0.00096
and3_1 | 44 | 0.00080
nand4_1 | 31 | 0.00056
or3_1 | 28 | 0.00051
buf_1 | 27 | 0.00029
registers in the layout, indices dropped and copies added, names as in the netlist, 3 cells and up:
signal            cells
core.A_right        512
core.B_down         512
core.result_flat    512
a_in                 32
b_in                 32
core.cycle_count     32
ptr                  32
core.validA          16
core.validB          16
state                 3
cells by family after synthesis:
group / synth area share
simple gates: 0.146
mux: 0.0554
compound gates: 0.0309
buf+inv: 0.113
fa+ha+maj: 0.494
xor+xnor: 0.0364
flops: 0.124
through the flow:
stage | hold slack [ns] | area [um^2] | cells | setup slack (ns) | utilization
finish | 0.498 | 386000 | 49200 | 116.67 | 0.448
global route | 0.517 | 386000 | 49000 | 116.42 | 0.448
CTS | 0.501 | 385000 | 48800 | 116.57 | 0.447
detailed placement | 0.492 | 377000 | 48300 | 115.63 | 0.437
global placement | 0.477 | 377000 | 48300 | 115.66 | 0.437
floorplan | 0.433 | 346000 | 36100 | 117.22 | -
how the worst max path moves through the flow:
stage / to / start / cells past startpoint / slack [ns]
finish: result_flat[51] / core.result_flat[51] / 1 / 116.67
global route: core.result_flat[367] / rst_n / 6 / 116.42
CTS: result_flat[51] / core.result_flat[51] / 1 / 116.57
cell usage in the layout, fill, tap and decap left out, drive strengths merged, types with 61 or more instances in the layout:
cell	instances
a21o	164
a21oi	571
and2	4734
buf	1103
clkbuf	302
clkdlybuf4s50	1538
clkinv	61
dfrtp	1638
diode	457
edfxtp	64
fa	7008
ha	2424
inv	8485
mux2	1049
mux4	320
nand2	4333
nand2b	72
nand3	257
nor2	352
nor3	63
o21ai	492
o31ai	141
xnor2	1099
xor2	339
routing by layer:
layer	wire [um]	global-route usage	vias to the layer above
met5	2610	0.0117	-
met4	105000	0.196	226
met3	193000	0.197	2877
met2	654000	0.533	11100
met1	518000	0.461	129000
li1	-	-	108000
